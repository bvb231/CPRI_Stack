==> ./design.v <==
module ARP_Responder
#(
    parameter   [31:0]  P_LOCAL_IPV4    = 'h112233,
    parameter   [47:0]  P_LOCAL_MAC     = 'hAABBCCDD
)
(
input logic I_CLK,
input logic I_RESET,
output  logic S_AXIS_TREADY,
input   logic S_AXIS_TVALID,
input   logic S_AXIS_TUSER ,
input   logic [7:0]   S_AXIS_TDATA ,
input   logic M_AXIS_TREADY,
output  logic M_AXIS_TVALID,
output  logic M_AXIS_TUSER ,
output  logic [7:0]  M_AXIS_TDATA
);
localparam  [15:0]   ETHER_TYPE  = 'h0806;
localparam  [15:0]   HTYPE   = 1;
localparam  [15:0]   PTYPE   = 'h0800;
localparam  [7:0]   HLEN    = 6;   
localparam  [7:0]   PLEN    = 4; 
localparam  [15:0]  REQ_OPER    = 1; 
localparam  [15:0]  REPLY_OPER    = 1; 
logic [239:0]    pattern_buffer;
logic ethertype_match;
logic htype_match;
logic ptype_match;
logic hlen_match;
logic plen_match;
logic oper_match;
logic [47:0]    senders_mac_addr;
logic [47:0]    recv_mac_addr;
logic [31:0]    senders_ip_addr ;
logic [31:0]    recv_ip_addr;
always_ff @ (posedge I_CLK) begin 
    if(I_RESET == 1) begin 
    end else begin 
        if(S_AXIS_TVALID == 1) begin 
            pattern_buffer  <= {pattern_buffer[231:0], S_AXIS_TDATA};
            if(pattern_buffer[239:224] == ETHER_TYPE) begin
                ethertype_match <= 1; 
            end
            if(pattern_buffer[223:208] == HTYPE) begin
                htype_match     <= 1; 
            end
            if(pattern_buffer[207:192] ==PTYPE) begin
                ptype_match <= 1; 
            end
            if(pattern_buffer[191:184] == HLEN) begin
                hlen_match  <= 1; 
            end
            if(pattern_buffer[183:176] == PLEN) begin
                plen_match  <= 1; 
            end
            if(pattern_buffer[175:160] == REQ_OPER) begin
                oper_match  <= 1; 
            end
            senders_mac_addr    <= pattern_buffer[159:114];
            senders_ip_addr     <= pattern_buffer[159:128];
            recv_mac_addr       <= pattern_buffer[79:32];
            recv_ip_addr        <= pattern_buffer[31:0];
        end
    end
end
localparam ARP_OCTECT_LENGTH = 42;
logic [335:0]           transmit_buffer;
logic [$clog2(336):0]   octect_count;
always_ff @ (posedge I_CLK) begin 
    if(I_RESET == 1) begin 
        octect_count <= ARP_OCTECT_LENGTH-1;
    end else begin 
        if(ethertype_match == 1 && htype_match == 1 && ptype_match == 1 && hlen_match == 1 && plen_match == 1 && oper_match == 1) begin 
            octect_count                <= 0;
            transmit_buffer[47:0]       <= senders_mac_addr;
            transmit_buffer[95:48]      <= P_LOCAL_MAC;
            transmit_buffer[111:96]     <= ETHER_TYPE;
            transmit_buffer[127:112]    <= HTYPE;
            transmit_buffer[143:128]    <= PTYPE;
            transmit_buffer[151:144]    <= HLEN;
            transmit_buffer[159:152]    <= PLEN;
            transmit_buffer[175:160]    <= REPLY_OPER;
            transmit_buffer[223:176]    <= P_LOCAL_MAC;
            transmit_buffer[255:224]    <= P_LOCAL_IPV4;
            transmit_buffer[303:256]    <= senders_mac_addr;
            transmit_buffer[335:304]    <= senders_ip_addr;
        end 
        if(octect_count != ARP_OCTECT_LENGTH-1) begin 
            M_AXIS_TUSER    <= transmit_buffer[7:0];
            transmit_buffer[327:0] <= transmit_buffer[335:8];
            M_AXIS_TVALID   <= 1; 
            octect_count    <= octect_count + 1; 
        end
    end 
end
endmodule
==> ./run.sh <==
#!/bin/bash
# OpenROAD 26Q1-2900-gdf79404cd8, Yosys 0.63+post, stock flow scripts
make -C /OpenROAD-flow-scripts/flow DESIGN_CONFIG=/design/flow/config.mk WORK_HOME=/design/flow/orfs finish
==> ./config.mk <==
export PLATFORM = sky130hd
export DESIGN_NAME = ARP_Responder
export DESIGN_NICKNAME = ARP_Responder
export VERILOG_FILES = /design/flow/design.v
export SDC_FILE = /design/flow/constraint.sdc
export NUM_CORES = 4
export LEC_CHECK = 1
export CORE_UTILIZATION = 40
==> ./constraint.sdc <==
current_design ARP_Responder

set clk_period 5.9
set clk_io_pct 0.2

create_clock -name clk0 -period $clk_period [get_ports {I_CLK}]

set non_clock_inputs [all_inputs -no_clocks]
set_input_delay [expr $clk_period * $clk_io_pct] -clock clk0 $non_clock_inputs
set_output_delay [expr $clk_period * $clk_io_pct] -clock clk0 [all_outputs]
==> run summary <==
Flow results follow.

The flow ran to the end, and the final reports show no timing, DRC or antenna violations. Per the final report, max-transition violations number 0. The timing report shows the most common cell along the critical path to be sky130_fd_sc_hd__buf_4. As reported, the later end of the worst-skew pair has a clock insertion delay of 0.36 ns. The report gives the cell count of the worst hold path as 0. The register share after synthesis is 0.786. Using the TritonRoute via totals, the vias-per-cell ratio works out to 4.69. Antenna repair during routing inserted a diode count of 0. OpenSTA, run right after detailed placement, puts the worst setup slack at 3.08 ns. Per the timing report, the biggest fanout along the worst path comes to 47.

The synthesized netlist was found by Yosys to have 196 cells. In this run the worst hold path is classified as flip-flop to flip-flop. The H-tree generated during clock tree synthesis spans 3 levels. The first-pass GRT wire length is 6.70 mm. The area fraction of the largest cell type after synthesis is 0.729. The buffer levels on the longest clock path is 2. A synthesized cell averages 17.9 um2.

The routed wirelength normalized by instance count is 13.0 um. The switching portion of total power comes to 0.242. In this run, synthesis produced a sequential element count of 95.

The finished layout reports a core utilization of 0.461. The detail route stage leaves a number of antenna-violating nets equal to 0. For reference, the most critical setup path is categorized as input pin to flip-flop. The cell area after layout is 0.00384 mm2.

The iteration tally of the first detailed-router pass is 4. The final standard cell count with taps included and fillers excluded is 319. The initial utilization of the core area, before any placement, comes to 0.420. The power report puts the leakage power at 1.32 nW. The worst VDD IR drop from the latest analysis is 0.189 mV. According to the dpl log, the detail-placed design has an HPWL of 2.11 mm.

The yosys warning tally is 10. The number of placed instances, taps included, is 303. Max-cap violations in this run came to 0. The largest individual stage delay along the critical path comes from the cell sky130_fd_sc_hd__buf_4.

The synthesized netlist occupies a cell area of 0.00350 mm2. The post-cts gate resize count is 0. The library cells used most frequently in the layout, excluding fill and tap cells, are 85 x sky130_fd_sc_hd__edfxtp_1, 14 x sky130_fd_sc_hd__and2_1, 11 x sky130_fd_sc_hd__mux2_2, 10 x sky130_fd_sc_hd__conb_1, 10 x sky130_fd_sc_hd__dfxtp_1. The final-report setup violation count is 0. The count of endpoints failing hold in the final timing report is 0. The largest clock skew in the final design is 0.0212 ns. Setup total negative slack on the finished layout was measured at 0 ns. The clock net sink count is 95. The proportion of layout cells with a drive suffix above 1 is 0.173. In this run the tool buffered the top-level ports with 5 buffer cells.

Looking at area per cell type in the netlist, the leader is sky130_fd_sc_hd__edfxtp_1. The dominant logic cell type in the layout is sky130_fd_sc_hd__edfxtp_1. After technology mapping, the gate count stands at 196.

The I/O pin total is 24. The internal power of the cells is 1.27 mW. Entering global routing, the biggest net connects 48 pins. In this build the clock could be raised as far as 408 MHz. The area overhead of the layout relative to synthesis is 9.64%. The final worst-path setup slack is 3.45 ns.

The final period demand of the worst path is 2.45 ns. The detailed-route DRC error count is 0. The transition time at the pin with the least slew margin is 0.584 ns.

The fraction of power consumed by the clock network is 0.249. The area inside the core boundary is 0.00834 mm2. Walking the worst path, the cells encountered are clkdlybuf4s50_1 -> inv_1 -> buf_4 -> o41ai_1 -> buf_4 -> a21oi_1. The number of DRC violations after detailed-routing iteration 0 is 71. Per the GRT congestion report, total overflow comes to 0. The total cell area at the placement stage is 0.00364 mm2. The most critical hold endpoint after final layout shows a slack of 0.419 ns. The timing report gives the clock slew at the launch and capture registers of the worst setup and hold paths as 0.10 ns. The power report attributes to the combinational group a share of 0.188. Looking at the post-CTS report, the setup buffer insertion count equals 0.

Counting the buffers created by CTS gives 9. The number of buffers inserted by hold repair at cts is 0. The delay contributed by the slowest stage of the critical path is 0.47 ns.

The cell area power density is 437 mW/mm2. By area the synthesized netlist is led by sky130_fd_sc_hd__edfxtp_1 73%, sky130_fd_sc_hd__dfxtp_1 5.7%, sky130_fd_sc_hd__mux2_2 3.5%. The via count of the first global-routing pass is 1354. According to the floorplan report, the die width is 95.6 um. The net switching power is 0.407 mW.

Per the layout report, the design carries 702 filler cells. The nature of the critical path startpoint is an input pin. The final weighted congestion of routability-driven global placement is 0.729.

The final wirelength is 4.15 mm. From bottom edge to top edge, the die measures 95.6 um. The initial antenna violation count is 0. TritonCTS built the clock tree. The post-route fraction of the period consumed by the critical path is 0.415. The total power of the final layout is 1.68 mW. In the Yosys stats the netlist draws on 34 distinct library cells. The root buffer selected by CTS is sky130_fd_sc_hd__clkbuf_8.

The worst path arrival time is 2.75 ns. The power report attributes to the sequential group a share of 0.563. STA classifies the critical path endpoint as a flip-flop. Measured in cells, the most critical reg-to-reg path has a length of 3.

The total number of vias is 1495. Setup repair after global routing left no endpoint under its margin. The required time reported for the critical path endpoint is 6.20 ns. The post-synth area from yosys stat is 0.00350 mm2.

The chip occupies 0.00914 mm2. The worst-case max-slew headroom was logged as 0.610. The global-route total usage across every layer is 0.104. The logs give a warning total of 34. The row count is 33.
synth_stat cells:
cell and count:
sky130_fd_sc_hd__a21oi_1 4, sky130_fd_sc_hd__a22oi_1 1, sky130_fd_sc_hd__and2_1 14, sky130_fd_sc_hd__buf_2 1
sky130_fd_sc_hd__buf_4 10, sky130_fd_sc_hd__buf_6 1, sky130_fd_sc_hd__buf_8 1, sky130_fd_sc_hd__clkbuf_1 2
sky130_fd_sc_hd__conb_1 2, sky130_fd_sc_hd__dfxtp_1 10, sky130_fd_sc_hd__edfxtp_1 85, sky130_fd_sc_hd__ha_1 2
sky130_fd_sc_hd__inv_1 4, sky130_fd_sc_hd__mux2_2 11, sky130_fd_sc_hd__mux2_4 4, sky130_fd_sc_hd__nand2_1 2
sky130_fd_sc_hd__nand2b_1 6, sky130_fd_sc_hd__nand3_1 4, sky130_fd_sc_hd__nand3b_1 1, sky130_fd_sc_hd__nand4_1 2
sky130_fd_sc_hd__nor2_1 3, sky130_fd_sc_hd__nor2b_1 1, sky130_fd_sc_hd__nor4_1 1, sky130_fd_sc_hd__o21ai_0 5
sky130_fd_sc_hd__o31a_1 1, sky130_fd_sc_hd__o31ai_1 2, sky130_fd_sc_hd__o41ai_1 1, sky130_fd_sc_hd__or2b_1 6
sky130_fd_sc_hd__or3_1 2, sky130_fd_sc_hd__or4_1 2, sky130_fd_sc_hd__or4_4 1, sky130_fd_sc_hd__or4b_4 1
sky130_fd_sc_hd__xnor2_1 1, sky130_fd_sc_hd__xor2_1 2
layer usage:
metal  global-route usage  up-vias  wire length [um]  part of all wire
met4               0.0187        0                94             0.023
met1                0.189      728              2160              0.52
met3               0.0389        9               205             0.049
met2                0.135       24              1700              0.41
met5                    0        -                 0                 0
li1                     -      734                 -                 -
flip-flops by register name (all words and copies together), names as in the netlist:
name             flops
octect_count        10
pattern_buffer      34
senders_ip_addr      8
transmit_buffer     42
M_AXIS_TUSER         1
power groups by stage:
stage	logic [mW]	clock network [mW]	registers [mW]
final	0.316	0.418	0.946
after global routing	0.354	0.461	0.959
after CTS	0.324	0.434	0.947
cells by family (layout without fill, tap and decap cells):
family,after synthesis,after routing,share of synthesized area
simple gates,46,46,0.0839
buf+inv,19,29,0.0368
fa+ha+maj,2,2,0.00714
mux,15,15,0.0525
flops,95,95,0.786
other cells,2,10,0.00214
xor+xnor,3,3,0.00750
compound gates,14,14,0.0243
final cells by class:
cell class	instances	area, um2	area share
Sequential cell	95	2750	0.717
Multi-Input combinational cell	90	666	0.173
Tap cell	105	131	0.0342
Clock buffer	10	128	0.0332
Timing Repair Buffer	9	80.1	0.0208
Clock inverter	6	68.8	0.0179
Inverter	4	15.0	0.00391
worst paths after layout:
kind,from,endpoint,slack (ns)
max,I_RESET,octect_count[9],3.45
min,pattern_buffer[24],pattern_buffer[32],0.42
max reg2reg,octect_count[3],transmit_buffer[272],3.66
min reg2reg,pattern_buffer[24],pattern_buffer[32],0.42
worst max-delay path: cells and delay by family:
kind                   cells  cell delay, ns
buffers and inverters      4            1.22
AND-OR/OR-AND              2            0.32
Power is estimated from default activity; no workload was simulated.
